--- ./design.v ---
module adctest
(
	input         clk,
	input         reset,
	input         scandouble,
	input  [23:0] adc_value,
	input         range,
	output reg    ce_pix,
	output reg    HBlank,
	output reg    HSync,
	output reg    VBlank,
	output reg    VSync,
	output reg [7:0] video_r,
	output reg [7:0] video_g,
	output reg [7:0] video_b
);
reg   [9:0] hc;
reg   [9:0] vc;
integer ii=0;
reg [11:0] adc_val_l[0:255];
reg [11:0] adc_val_r[0:255];
reg [20:0] adc_total_l = 0;
reg [20:0] adc_total_r = 0;
reg [11:0] adc_avg_l;
reg [11:0] adc_avg_r;
reg [8:0] left_edge_3v3 = 159;
reg [8:0] limit_3v3 = 208;
reg [8:0] pervolt_3v3 = 63;
reg [8:0] start_l_3v3;
reg [8:0] end_l_3v3;
reg [8:0] start_r_3v3;
reg [8:0] end_r_3v3;
reg [8:0] left_edge_audio = 106;
reg [8:0] red_zone_l_audio = 152;
reg [8:0] red_zone_r_audio = 378;
reg [8:0] limit_audio = 318;
reg [8:0] half_limit_audio = 159;
reg [9:0] start_l_line;
reg [9:0] end_l_line;
reg [9:0] start_r_line;
reg [9:0] end_r_line;
reg[8:0] left_edge;
reg[8:0] limit;
always @(posedge clk) begin
	if(scandouble) ce_pix <= 1;
		else ce_pix <= ~ce_pix;
	if(reset) begin
		hc <= 0;
		vc <= 0;
	end
	else if(ce_pix) begin
		if(hc == 637) begin									 
			adc_val_l[0] <= adc_value[11:0];
			adc_total_l  <= adc_total_l - adc_val_l[255] + adc_value[11:0];
			adc_val_r[0] <= adc_value[23:12];
			adc_total_r  <= adc_total_r - adc_val_r[255] + adc_value[23:12];
			for (ii=0; ii<255; ii=ii+1) begin			 
				adc_val_l[ii+1] <= adc_val_l[ii];
				adc_val_r[ii+1] <= adc_val_r[ii];
			end
			hc <= 0;
			if(vc == (scandouble ? 523 : 261)) begin
				vc <= 0;
				adc_avg_l <= adc_total_l[19:8];			 
				adc_avg_r <= adc_total_r[19:8];			 
			end
			else begin
				vc <= vc + 1'd1;
			end
		end
		else begin
			hc <= hc + 1'd1;
		end
	end
end
always @(posedge clk) begin
	if (hc == 529)
		HBlank <= 1;
	else if (hc == 0)
		HBlank <= 0;
	if (hc == 544) begin
		HSync <= 1;
		if(vc == (scandouble ? 490 : 245)) VSync <= 1;
			else if (vc == (scandouble ? 496 : 248)) VSync <= 0;
		if(vc == (scandouble ? 480 : 240)) VBlank <= 1;
			else if (vc == 0) VBlank <= 0;
	end
	video_r <= 0;
	video_g <= 0;
	video_b <= 0;
	if (hc == 2) begin								 
		if (range == 0) begin
			limit			<= limit_3v3;
			left_edge	<= left_edge_3v3;
		end else begin
			limit			<= limit_audio;
			left_edge	<= left_edge_audio;
		end
	end
	if (hc == 3) begin								 
		start_l_3v3 <= adc_val_l[0][11:4] + left_edge_3v3;
		end_l_3v3   <= adc_val_l[1][11:4] + left_edge_3v3;
	   start_r_3v3 <= adc_val_r[0][11:4] + left_edge_3v3;
		end_r_3v3   <= adc_val_r[1][11:4] + left_edge_3v3;
		if (adc_val_l[0] > adc_avg_l) begin
			if (adc_val_l[0][11:2] - adc_avg_l[11:2] > half_limit_audio)
				start_l_line <= limit_audio + left_edge_audio;
			else
				start_l_line <= left_edge_audio + adc_val_l[0][11:2] - adc_avg_l[11:2] + half_limit_audio;
		end else begin
			if (adc_avg_l[11:2] - adc_val_l[0][11:2] > half_limit_audio)
				start_l_line <= left_edge_audio;
			else
				start_l_line <= left_edge_audio + adc_val_l[0][11:2] - adc_avg_l[11:2] + half_limit_audio;
		end
		if (adc_val_l[1] > adc_avg_l) begin
			if (adc_val_l[1][11:2] - adc_avg_l[11:2] > half_limit_audio)
				end_l_line <= limit_audio + left_edge_audio;
			else
				end_l_line <= left_edge_audio + adc_val_l[1][11:2] - adc_avg_l[11:2] + half_limit_audio;
		end else begin
			if (adc_avg_l[11:2] - adc_val_l[1][11:2] > half_limit_audio)
				end_l_line <= left_edge_audio;
			else
				end_l_line <= left_edge_audio + adc_val_l[1][11:2] - adc_avg_l[11:2] + half_limit_audio;
		end
		if (adc_val_r[0] > adc_avg_r) begin
			if (adc_val_r[0][11:2] - adc_avg_r[11:2] > half_limit_audio)
				start_r_line <= limit_audio + left_edge_audio;
			else
				start_r_line <= left_edge_audio + adc_val_r[0][11:2] - adc_avg_r[11:2] + half_limit_audio;
		end else begin
			if (adc_avg_r[11:2] - adc_val_r[0][11:2] > half_limit_audio)
				start_r_line <= left_edge_audio;
			else
				start_r_line <= left_edge_audio + adc_val_r[0][11:2] - adc_avg_r[11:2] + half_limit_audio;
		end
		if (adc_val_r[1] > adc_avg_r) begin
			if (adc_val_r[1][11:2] - adc_avg_r[11:2] > half_limit_audio)
				end_r_line <= limit_audio + left_edge_audio;
			else
				end_r_line <= left_edge_audio + adc_val_r[1][11:2] - adc_avg_r[11:2] + half_limit_audio;
		end else begin
			if (adc_avg_r[11:2] - adc_val_r[1][11:2] > half_limit_audio)
				end_r_line <= left_edge_audio;
			else
				end_r_line <= left_edge_audio + adc_val_r[1][11:2] - adc_avg_r[11:2] + half_limit_audio;
		end
	end
	if (hc == 4) begin						 
		if (start_l_3v3 > (left_edge_3v3 + limit_3v3))
		   start_l_3v3 <= (left_edge_3v3 + limit_3v3);
		if (end_l_3v3 > (left_edge_3v3 + limit_3v3))
		   end_l_3v3 <= (left_edge_3v3 + limit_3v3);
		if (start_r_3v3 > (left_edge_3v3 + limit_3v3))
		   start_r_3v3 <= (left_edge_3v3 + limit_3v3);
		if (end_r_3v3 > (left_edge_3v3 + limit_3v3))
		   end_r_3v3 <= (left_edge_3v3 + limit_3v3);		
	end
	if (hc == 5) begin						 
		if (start_l_3v3 > end_l_3v3) begin
			start_l_3v3 <= end_l_3v3;
			end_l_3v3   <= start_l_3v3;
		end
		if (start_r_3v3 > end_r_3v3) begin
			start_r_3v3 <= end_r_3v3;
			end_r_3v3   <= start_r_3v3;
		end
		if (start_l_line > end_l_line) begin
			end_l_line		<= start_l_line;
			start_l_line	<= end_l_line;
		end
		if (start_r_line > end_r_line) begin
			end_r_line		<= start_r_line;
			start_r_line	<= end_r_line;
		end
	end
	if (range == 0) begin				 
		if ((hc == left_edge_3v3 + pervolt_3v3) ||
			 (hc == left_edge_3v3 + (pervolt_3v3 << 1)) ||
			 (hc == left_edge_3v3 + (pervolt_3v3 << 1) + pervolt_3v3))							 
		begin
			video_r <= 8'h00;
			video_g <= 8'h3F;
			video_b <= 8'h00;
		end
		if (vc & 2) begin
			if ((hc == left_edge_3v3 + (pervolt_3v3 >> 1)) ||
			    (hc == left_edge_3v3 + pervolt_3v3 + (pervolt_3v3 >> 1)) ||
				 (hc == left_edge_3v3 + (pervolt_3v3 << 1) + (pervolt_3v3 >> 1)) )			 
			begin
				video_r <= 8'h00;
				video_g <= 8'h1F;
				video_b <= 8'h00;
			end
		end
		if (hc == (left_edge_3v3 + adc_avg_l[11:4])) begin											 
			video_r <= 8'h4F;
			video_g <= 8'h4F;
			video_b <= 8'h4F;
		end
		if (hc == (left_edge_3v3 + adc_avg_r[11:4])) begin											 
			video_r <= 8'h7F;
			video_g <= 8'h00;
			video_b <= 8'h00;
		end
		if ((hc >= start_l_3v3) && (hc <= end_l_3v3)) begin										 
			video_r <= 8'hBF;
			video_g <= 8'hBF;
			video_b <= 8'hBF;
		end
		if ((hc >= start_r_3v3) && (hc <= end_r_3v3)) begin										 
			video_r <= 8'hFF;
			video_g <= 8'h00;
			video_b <= 8'h00;
		end
	end
	else begin								 
		if ((vc & 2) && (hc == left_edge + (limit >> 1)) ) begin									 
			video_r <= 8'h00;
			video_g <= 8'h3F;
			video_b <= 8'h00;
		end
		if ((hc >= left_edge_audio) && (hc <= red_zone_l_audio)) begin							 
			video_r <= 8'h1F;
			video_g <= 8'h00;
			video_b <= 8'h00;
		end
		if ((hc >= red_zone_r_audio) && (hc <= (left_edge_audio + limit_audio))) begin	 
			video_r <= 8'h1F;
			video_g <= 8'h00;
			video_b <= 8'h00;
		end
		if ((hc >= start_l_line) && (hc <= end_l_line))														 
		begin
			video_r <= 8'hBF;
			video_g <= 8'hBF;
			video_b <= 8'hBF;
		end
		if ((hc >= start_r_line) && (hc <= end_r_line))														 
		begin
			video_r <= 8'hFF;
			video_g <= 8'h00;
			video_b <= 8'h00;
		end
	end
	if (hc == left_edge) begin				 
		video_r <= 8'hFF;
		video_g <= 8'hFF;
		video_b <= 8'h00;
	end
	if (hc == left_edge + limit) begin	 
		video_r <= 8'hFF;
		video_g <= 8'hFF;
		video_b <= 8'h00;
	end
	if (hc == 590) HSync <= 0;
end
endmodule
--- ./run.sh ---
#!/bin/bash
# OpenROAD 26Q1-2900-gdf79404cd8, Yosys 0.63+post, stock flow scripts
make -C /OpenROAD-flow-scripts/flow DESIGN_CONFIG=/design/flow/config.mk WORK_HOME=/design/flow/orfs finish
--- ./config.mk ---
export PLATFORM = sky130hd
export DESIGN_NAME = adctest
export DESIGN_NICKNAME = adctest
export VERILOG_FILES = /design/flow/design.v
export SDC_FILE = /design/flow/constraint.sdc
export NUM_CORES = 4
export LEC_CHECK = 1
export CORE_UTILIZATION = 30
--- ./constraint.sdc ---
current_design adctest

set clk_period 664.6
set clk_io_pct 0.2

create_clock -name clk0 -period $clk_period [get_ports {clk}]

set non_clock_inputs [all_inputs -no_clocks]
set_input_delay [expr $clk_period * $clk_io_pct] -clock clk0 $non_clock_inputs
set_output_delay [expr $clk_period * $clk_io_pct] -clock clk0 [all_outputs]
==> flow_summary_export.csv <==
group,metric,value,unit
clock_network,cts_resized,0,
final_timing,hold_viol_final,0,
global_route,grt_start_max_net_pins,150,
synth,ys_area,204000,um^2
clock_network,cts_buffers,589,
setup_path,crit_top_cell,"buf_4",
clock_network,clockRootBuffer,"clkbuf_16",
route,ant_nets,0,
clock_network,clock_path_buffers,4,
final_timing,tns,0,ps
run_status,status,"complete, no violations",
synth,avgSynthCellArea,24.1,um^2
final_timing,fin_skew,68.8,ps
global_route,antenna_found_initial,17,
final_timing,max_freq,7.18,MHz
pwr,vdd_drop_max,0.00272,mV
pwr,leakage,74.4,nW
setup_path,crit_path_top_delay_cell,"buf_4",
global_route,grt_pass1_wl,426000,um
synth,syn-instance-count,8447,
place,dpl_cell_area,217000,um^2
layout,final_util,34.8,%
global_route,gr-total-overflow,0,
floorplan,fp_util,30.1,%
route,top_layer,"met5",
layout,drive_gt1_share,10.3,%
route,wl_met3,34500,um
final_timing,whs,362,ps
final_timing,setup_slack,525240,ps
final_timing,slew_violations,0,
clock_network,clock_latency,1060,ps
route,wire_per_inst,14.6,um
layout,syn2layout_area_growth,15.5,%
synth,synth_cell_types,83,
route,num_vias,75194,
setup_path,cp.buffers_inverters,10,
synth,ys_ff,6324,
setup_path,crit_type,"input pin to flip-flop",
global_route,grt_pass1_vias,75422,
route,wl_met2,106000,um
setup_path,path_max_fanout,66,
final_timing,max_slew_margin,38.6,%
pwr,combPwrFrac,2.0,%
clock_network,htree_levels,6,
final_timing,finalCritPeriodShare,21.0,%
place,numPortBuffers,56,
setup_path,endpoint_kind,"flip-flop",
pwr,p_switching,0.153,mW
final_timing,finalSetupViolCount,0,
clock_network,clock-sinks,6324,
job,cap_violations,0,
pwr,clock_power_share,42.0,%
place,globalplace.congestion,0.819,
clock_network,clk_pin_slew,60,ps
floorplan,pin_count,57,
synth,async_reset_ff_share,0,%
layout,ff_latch_area,189000,um^2
pwr,switching_share,19.7,%
final_timing,fin_crit,139370,ps
synth,synth-edff-count,6212,
place,hpwl,137000,um
layout,final_area,235000,um^2
clock_network,cts_tree,"built",
setup_path,cpPeakStageDelay,740,ps
place,pre_cts_ws,524010,ps
setup_path,cp-start-kind,"input pin",
synth,ys_cells,8447,
clock_network,cts_setup_buffers,0,
setup_path,cpLargestDelayFamily,"buffers and inverters",
floorplan,core_area,677000,um^2
pwr,power.internal,0.624,mW
synth,yosys.stat.seqShare,92.6,%
global_route,grt_usage,8.41,%
floorplan,rows,302,
floorplan,die-area,683000,um^2
job,warnings,159,
layout,comb_area,13500,um^2
floorplan,die.size.y,826,um
setup_path,cp_data_required_time,665260,ps
final_timing,worst_pin_slew,912,ps
min_path,min_path_type,"flip-flop to flip-flop",
route,drt_wl_total,271000,um
synth,yosys_most_used_dff,"edfxtp_1",
setup_path,cp_cell_sequence,"clkdlybuf4s50_1, nor2_4, buf_4, buf_4, buf_4, buf_4, buf_4, buf_4, buf_4, buf_4, buf_4",
route,drc,0,
pwr,power_density,3.30,nW/um^2
layout,fill_cells,60910,
final_timing,rsz0062_at_grt,"no",
floorplan,die_w,826,um
route,drtIter0Drc,5808,
synth,synthesis.area,204000,um^2
synth,ys.warnings.count,3,
clock_network,holdBufCountCts,0,
route,drt_pass1_iterations,5,
setup_path,crit_arrival,140020,ps
route,wl_met1,122000,um
pwr,power.share.sequential,56.0,%
route,via_per_inst,4.05,
placed cells by master (no fill, tap or decap), types with 99 or more instances in the layout:
cell / n
a21oi_1: 154
buf_4: 120
clkbuf_1: 130
clkbuf_16: 591
clkinv_1: 122
dfxtp_1: 112
edfxtp_1: 6212
ha_1: 302
inv_1: 346
nand2_1: 103
nor2_1: 125
o21ai_0: 99
cells by family after synthesis:
kind of cell,after synthesis,share of synthesized area (%)
muxes,40,0.208
adders and majority gates,362,2.44
buffers and inverters,421,0.822
DFF,6324,92.6
xor gates and xnor gates,144,0.618
and+or+nand+nor,582,1.47
AOI/OAI and AO/OA,574,1.87
final cells by class:
| class | instances | share of cell area, % |
|---|---|---|
| diodes | 3 | 0.00319 |
| clock buffers | 723 | 6.50 |
| clock inverters | 330 | 1.53 |
| inverters | 346 | 0.552 |
| multi-input cells | 1702 | 5.74 |
| flip-flops and latches | 6324 | 80.2 |
| well taps | 8968 | 4.77 |
| repair buffers | 190 | 0.740 |
stage by stage:
step,cells,power [mW]
3_5_place_dp,17530,0.460
3_3_place_gp,17530,0.459
6_report,18586,0.777
4_1_cts,18583,0.790
2_1_floorplan,8447,0.455
5_1_grt,18584,0.808
state kept, by name, summed over array words and instances (netlist names), 9 cells and up:
register	cells
start_l_line	10
end_l_line	10
adc_total_r	20
end_r_3v3	9
adc_avg_l	12
adc_avg_r	12
end_l_3v3	9
hc	10
vc	10
adc_total_l	20
start_r_line	10
end_r_line	10
adc_val_l	3072
start_l_3v3	9
adc_val_r	3072
start_r_3v3	9
power by group through the flow:
stage	sequential, mW	clock [mW]	combinational (mW)
global route	0.436	0.354	0.0182
CTS	0.435	0.339	0.0156
finish	0.436	0.326	0.0156
Yosys cell counts (16+ instances only):
cell type  instances  area [um^2]
nand2_1          104          390
a21o_1            37          278
o21ai_0           99          495
edfxtp_1        6212       187000
nand2b_1          24          150
o211ai_1          28          210
nor3_1            87          435
inv_1            346         1300
and2_1            17          106
fa_1              60         1200
ha_1             302         3780
or3_1             16          100
nor2b_1           38          238
o21bai_1          17          128
xnor2_1           94          823
xor2_1            50          438
dfxtp_1          112         2240
a21oi_1          154          771
clkbuf_1          41          154
a211oi_1          37          278
and3_1            21          131
nand4_1           34          213
a31oi_1           22          138
nand3_1           52          260
o21a_1            30          225
nor2_1           126          473
mux2i_1           24          240
per-layer routing:
metal | global-route usage (%) | vias to the layer above
met1 | 13.1 | 37111
li1 | - | 34812
met5 | 0 | -
met2 | 10.4 | 2659
met4 | 2.20 | 2
met3 | 5.32 | 610
path summary, 6_finish.rpt:
| path | start | end | slack (ps) | cells past startpoint |
|---|---|---|---|---|
| setup reg to reg | hc[8] | adc_val_l[195][2] | 656040 | 14 |
| setup / recovery | reset | adc_val_l[195][2] | 525240 | 11 |
| hold / removal | adc_val_r[35][0] | adc_val_r[36][0] | 360 | 0 |
| hold reg to reg | adc_val_r[35][0] | adc_val_r[36][0] | 360 | 0 |
worst reg2reg max path, stage by stage (launching register included):
cell	delay [ps]
dfxtp_1	290
buf_4	260
or3b_2	550
nor3_1	370
nand2_1	280
nor2_4	140
buf_4	500
buf_4	800
buf_4	700
buf_4	740
buf_4	640
buf_4	720
buf_4	750
buf_4	700
buf_4	730
No activity file was given, so power comes from the tool's default toggle rates.
